===== design/flow/run.sh =====
#!/bin/bash
# OpenROAD 26Q1-2900-gdf79404cd8, Yosys 0.63+post, stock flow scripts
make -C /OpenROAD-flow-scripts/flow DESIGN_CONFIG=/design/flow/config.mk WORK_HOME=/design/flow/orfs finish

===== design/flow/config.mk =====
export PLATFORM = sky130hd
export DESIGN_NAME = SRA
export DESIGN_NICKNAME = SRA
export VERILOG_FILES = /design/flow/design.v
export SDC_FILE = /design/flow/constraint.sdc
export NUM_CORES = 4
export LEC_CHECK = 1
export CORE_AREA = 10 10 70 70
export DIE_AREA = 0 0 80 80

===== design/flow/constraint.sdc =====
current_design SRA

set clk_period 1.6
set clk_io_pct 0.2

create_clock -name clk0 -period $clk_period

set non_clock_inputs [all_inputs -no_clocks]
set_input_delay [expr $clk_period * $clk_io_pct] -clock clk0 $non_clock_inputs
set_output_delay [expr $clk_period * $clk_io_pct] -clock clk0 [all_outputs]

===== design/flow/design.v =====
`timescale 1ns / 1ps
module SRA(
  input [15:0] A,
  input [15:0] B,
  input [3:0] shiftAmount,
  output reg [15:0] out
);
  always @* begin
    out = A;  
    if (shiftAmount[0] == 1'b1)
      out = {1'b0, out[15:1]};  
    if (shiftAmount[1] == 1'b1)
      out = {2'b00,out[14:1]};  
    if (shiftAmount[2] == 1'b1)
      out = {4'b0000,out[12:1] };
    if (shiftAmount[3] == 1'b1)
      out = {8'b00000000,  out[8:1]};
  end
endmodule

==> run_summary.xml <==
<?xml version="1.0" encoding="UTF-8"?>
<metrics>
  <group name="placement">
    <metric name="dpl.hpwl" unit="µm">1830</metric>
    <metric name="placedInstanceArea" unit="µm²">1100</metric>
    <metric name="place.port_buffers" unit="">36</metric>
    <metric name="placed_cells_incl_taps" unit="">171</metric>
    <metric name="place_congestion" unit="">0.799</metric>
  </group>
  <group name="routing">
    <metric name="vias" unit="">862</metric>
    <metric name="first_pass_iters" unit="">4</metric>
    <metric name="met2WireLength" unit="µm">1190</metric>
    <metric name="final_antenna_net_count" unit="">0</metric>
    <metric name="maxUsedRoutingLayer" unit="">met3</metric>
    <metric name="routed_wl" unit="µm">2570</metric>
    <metric name="drt-wirelength-per-cell" unit="µm">13.5</metric>
    <metric name="wirelength_met1" unit="µm">1240</metric>
    <metric name="insertedDiodeCount" unit="">0</metric>
    <metric name="drc" unit="">0</metric>
    <metric name="dr.first_iter.drc_count" unit="">28</metric>
    <metric name="detailroute.wirelength.met3" unit="µm">145</metric>
    <metric name="route.detailed.vias_per_inst" unit="">4.54</metric>
  </group>
  <group name="worst_hold_path">
    <metric name="worst_hold_path.endpoint" unit="">out[15]</metric>
    <metric name="hp-start" unit="">shiftAmount[1]</metric>
    <metric name="min_path_cells" unit="">4</metric>
    <metric name="min_path_type" unit="">in -&gt; out</metric>
  </group>
  <group name="logic_synthesis">
    <metric name="synthesis.instances" unit="">87</metric>
    <metric name="synth.yosys.warnings" unit="">1</metric>
    <metric name="synth-area-yosys" unit="µm²">643</metric>
    <metric name="netlist_area" unit="µm²">643</metric>
    <metric name="syn-mean-instance-area" unit="µm²">7.39</metric>
    <metric name="yosys_cells" unit="">87</metric>
    <metric name="yosysUniqueCellTypes" unit="">34</metric>
    <metric name="ys_seq_share" unit="%">0</metric>
  </group>
  <group name="critical_path">
    <metric name="cp_slowest_cell" unit="">mux2_4</metric>
    <metric name="worst-endpoint-required" unit="ns">1.28</metric>
    <metric name="arrival" unit="ns">1.51</metric>
    <metric name="worst_setup_path_end_kind" unit="">output pin</metric>
    <metric name="critical_path.startpoint_type" unit="">primary input</metric>
    <metric name="timing.critical_path.fanout_max" unit="">5</metric>
    <metric name="kind_of_critical_path" unit="">in -&gt; out</metric>
    <metric name="crit_path_cell_trace" unit="">buf_12, buf_12, buf_6, mux2_4, o21bai_1, o221ai_2, buf_4, mux2i_1, buf_2</metric>
    <metric name="cp_slowest_stage_delay" unit="ns">0.31</metric>
    <metric name="crit_path_frequent_cell" unit="">buf_12</metric>
  </group>
  <group name="floorplan">
    <metric name="row_count" unit="">21</metric>
    <metric name="floorplan.io_pins" unit="">52</metric>
    <metric name="chip_area" unit="µm²">6400</metric>
    <metric name="die_x" unit="µm">80</metric>
    <metric name="core_area" unit="µm²">3420</metric>
    <metric name="initial_core_util" unit="%">18.8</metric>
    <metric name="chipHeight" unit="µm">80</metric>
  </group>
  <group name="power">
    <metric name="internal-power" unit="mW">0.255</metric>
    <metric name="p_switching" unit="mW">0.177</metric>
    <metric name="switching_share" unit="%">41.0</metric>
    <metric name="vdd_ir_drop_max" unit="µV">67.7</metric>
    <metric name="static-leakage-power" unit="nW">0.632</metric>
    <metric name="power.clock.fraction" unit="%">0</metric>
    <metric name="comb_power_share" unit="%">100.0</metric>
    <metric name="share_seq_of_total_power" unit="%">0</metric>
    <metric name="power-per-cell-area" unit="nW/µm²">303</metric>
  </group>
  <group name="final_layout">
    <metric name="combGateArea" unit="µm²">790</metric>
    <metric name="n_clock_buffer" unit="">0</metric>
    <metric name="finished_core_util" unit="%">41.8</metric>
    <metric name="seq_area" unit="µm²">0</metric>
    <metric name="layout.filler_cells" unit="">324</metric>
    <metric name="drive_above_1_share" unit="%">59.7</metric>
    <metric name="finish.cell_count_without_fillers" unit="">190</metric>
    <metric name="post-route-cell-area" unit="µm²">1430</metric>
    <metric name="numSequentialCells" unit="">0</metric>
    <metric name="area.growth.synth_to_final" unit="%">122</metric>
  </group>
  <group name="final_timing">
    <metric name="grt_setup_unrepaired" unit="">true</metric>
    <metric name="report.final.hold_viol_count" unit="">0</metric>
    <metric name="fin_hold_ws" unit="ns">1.08</metric>
    <metric name="setup_viol" unit="">14</metric>
    <metric name="max_freq" unit="MHz">548</metric>
    <metric name="headroom_to_the_max_slew_limit" unit="%">79.6</metric>
    <metric name="finalMaxSlewViolations" unit="">0</metric>
    <metric name="post-route-worst-setup-slack" unit="ns">-0.225</metric>
    <metric name="timing.final.crit_period" unit="ns">1.83</metric>
    <metric name="timing_worst_slew_pin_value" unit="ns">0.306</metric>
    <metric name="timing.final.crit_share" unit="%">114</metric>
  </group>
  <group name="clock_tree">
    <metric name="hold_buf_count_cts" unit="">0</metric>
  </group>
  <group name="job">
    <metric name="cap_viol_max_count" unit="">0</metric>
    <metric name="openroad.warnings" unit="">50</metric>
  </group>
  <group name="grt">
    <metric name="grt.total_usage" unit="%">7.75</metric>
    <metric name="grt.overflow.total" unit="">0</metric>
    <metric name="antenna_found_initial" unit="">0</metric>
    <metric name="grt_first_pass_wirelength" unit="µm">4240</metric>
    <metric name="grt_max_degree" unit="">11</metric>
    <metric name="via_count_of_the_first_global_routing_pass" unit="">906</metric>
  </group>
  <group name="run_status">
    <metric name="status" unit="">finished, violations left</metric>
    <metric name="violations_in_the_final_reports" unit="">negative setup slack</metric>
  </group>
</metrics>
-- cells in the final DEF (no fill, tap or decap), types with 2 or more instances in the layout --
cell type,count
buf_4,22
buf_2,15
dlygate4sd2_1,11
mux2_4,9
mux2i_1,7
nand2_1,6
o21bai_1,6
clkdlybuf4s15_1,6
buf_6,6
nor2_1,5
o221ai_2,5
mux2i_4,3
buf_12,3
nor3_2,2
nor2_4,2
a21oi_2,2
nand2b_1,2
o22ai_2,2
nor2b_1,2
o211ai_1,2
a21oi_1,2
-- worst max-delay path by stage --
| stage | cells after the start | start | slack [ns] | endpoint |
|---|---|---|---|---|
| final | 9 | shiftAmount[0] | -0.23 | out[4] |
| after global routing | 9 | shiftAmount[0] | -0.28 | out[4] |
| after CTS | 9 | shiftAmount[0] | -0.24 | out[4] |
-- layer usage --
layer / global-route usage, % / up-vias
met5: 0 / -
met4: 0 / 0
met3: 1.59 / 0
met2: 12.9 / 17
met1: 10.6 / 397
li1: - / 448
-- power by group through the flow --
stage                 Clock (mW)  Combinational, mW  Sequential, mW
after CTS                      0              0.411               0
final                          0              0.433               0
after global routing           0              0.471               0
-- worst max-delay path: cells and delay by family --
kind                   cells  cell delay (ns)
AND-OR/OR-AND              2             0.24
buffers and inverters      5             0.57
multiplexers               2             0.36
-- timing repair --
| action | in CTS | in global routing |
|---|---|---|
| pin swaps | 19 | 12 |
| gates cloned | 2 | 0 |
| endpoints found under the setup margin | 16 | 14 |
| setup buffers | 17 | 1 |
| resized | 119 | 18 |
| hold endpoints to repair | 0 | 0 |
-- metrics by stage --
step | power (mW) | setup WS [ns] | setup TNS (ns)
after CTS | 0.411 | -0.238 | -2.17
final | 0.433 | -0.225 | -1.61
after global routing | 0.471 | -0.283 | -2.26
after detailed placement | 0.334 | -0.935 | -13.26
after global placement | 0.334 | -0.911 | -13.11
after floorplan | 0.158 | 0.142 | 0
-- cell type report --
cell class         instances  area share [%]
inverters                  1           0.263
well taps                 46            4.03
repair buffers            67            40.5
multi-input cells         76            55.3
-- cells by family after synthesis --
kind of cell,count (synthesis),share of synthesized area [%]
AND-OR/OR-AND,31,35.4
multiplexers,20,34.6
AND/OR/NAND/NOR,25,19.5
buffers and inverters,11,10.5
-- synth_stat cells (2+ instances only) --
library cell  instances  share of area, %
buf_2                 2               1.6
o21bai_1              7               8.2
mux2i_1              10                16
a21oi_1               5               3.9
mux2_2                7                12
mux2_4                2               4.7
clkbuf_1              5               2.9
nand2b_1              2               1.9
nor2b_1               3               2.9
o221ai_1              5               6.8
nand2_1               6               3.5
o22ai_1               3               2.9
nor2_1                6               3.5
nor3_1                2               1.6
o211ai_1              2               2.3
o21ai_0               2               1.6
Power is estimated from default activity; no workload was simulated.
