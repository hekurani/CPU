==> /design/flow/design.v <==
`timescale 1ns / 1ps
module registerFile(
    input [1:0] RS,
    input [1:0] RT,
    input [1:0] RD,
    input [15:0] WD,
    output  [15:0] ReadRS,
    output  [15:0] ReadRT,
    input RegWrite,
    input Clock
);
    reg [15:0] Registers[3:0];
    always @(posedge Clock) begin
        if (RegWrite) Registers[RD] <= WD;
    end
    assign ReadRS = Registers[RS];
    assign ReadRT = Registers[RT];
endmodule
==> /design/flow/config.mk <==
export PLATFORM = sky130hd
export DESIGN_NAME = registerFile
export DESIGN_NICKNAME = registerFile
export VERILOG_FILES = /design/flow/design.v
export SDC_FILE = /design/flow/constraint.sdc
export NUM_CORES = 4
export LEC_CHECK = 1
export CORE_UTILIZATION = 30
==> /design/flow/run.sh <==
#!/bin/bash
# OpenROAD 26Q1-2900-gdf79404cd8, Yosys 0.63+post, stock flow scripts
make -C /OpenROAD-flow-scripts/flow DESIGN_CONFIG=/design/flow/config.mk WORK_HOME=/design/flow/orfs finish
==> /design/flow/constraint.sdc <==
current_design registerFile

set clk_period 4.2
set clk_io_pct 0.2

create_clock -name clk0 -period $clk_period [get_ports {Clock}]

set non_clock_inputs [all_inputs -no_clocks]
set_input_delay [expr $clk_period * $clk_io_pct] -clock clk0 $non_clock_inputs
set_output_delay [expr $clk_period * $clk_io_pct] -clock clk0 [all_outputs]
==> changes_impl.md <==
## Flow update

- Core Area: 8890 sq um
- Top cell excl fill/tap: edfxtp_1
- Final setup viols: 0
- Buffers added on ports: 55
- Antenna violations before repair: 0
- Vias in the first global route: 1626
- Detailed Route WL: around 5200 microns
- Avg WL per Cell: 18.2 microns
- Initial drt markers: 71
- Hold depth: 1
- Clk buf depth: 2
- RSZ-0062 raised after global routing: false
- Register with the most flip-flops: Registers
- Switch Pwr: 0.000266 W
- First-pass GRT wire length: 8230 microns
- Syn Inst Count: between 100 and 150
- Largest register FFs: 64
- Vias/cell: 5.02
- Die height: ~99 microns
- Largest net degree at the start of global routing: 17
- H-tree levels: 3
- Synthesized area per cell: 25.9 sq um
- Largest regs: Registers: 64 flops
- Max_cap viols: 0
- Final Critical Period: around 3.5 ns
- Placer congestion estimate: 0.727
- Worst Hold Launch: WD[7]
- Worst EP arrival: 2.66 ns
- DRC: 0
- Worst setup SP type: primary input
- Crit path kind: in2out
- Vias post-DR: 1432
- Io pins: 56
- Final Max Tran Viols: 0
- Status: complete, no violations
- CTS clock-pin slew for the worst setup and hold paths: 0.06 ns
- GRT Total Usage: 12.4%
- Sink Count: approximately 64
- Routed Antenna Nets: 0
- Lkg Pwr: 1.21 nW
- Rows: 34
- Logic pwr share: 11.9%
- Fin cells: 285
- Yosys stat area: 2800 sq um
- DP Area: 3460 sq um
- Hold Path Class: in2reg
- Cts bufs inserted: 9
- Tcrit/Tclk final: 83.2%
- Tool warnings: 25
- VDD IR-drop max: 0.345 mV
- Antenna cells: 0
- CP endpoint kind: output port
- Area grow syn2layout: 29.9%
- FF+latch count, synth: 64
- Tot Pwr: 0.00138 W
- Synth top area share: 68.6%
- Yosys cell types: 9
- Die W: between 90 and 100 microns
- Switching fraction of total power: 19.3%
- Root Driver: clkbuf_8
- Ys Warns: 1
- Final Cell Area: 3640 sq um
- Worst EP required: 3.36 ns
- Dominant logic cell types in the final layout: edfxtp_1, clkdlybuf4s50_1, mux4_2
- CTS Hold Bufs: 0
- DP Cell Count: between 200 and 300
- Flop pwr share: 54.2%
- Int Pwr: 0.00112 W
- Fp util: approximately a third
- Max_slew headroom: 38.7%
- Fmax: 286 MHz
- Cell count listed in synth_stat.txt: 108
- Clock power share: roughly a third
- Area leader, netlist: edfxtp_1
- Layout cell share with drive strength beyond 1: between 20% and 30%
- Cell Pwr Density: 380 nW/um^2
- Critical path fanouts, max: 16
- TritonCTS clock tree: done
- Synth Seq Share: 68.6%
- Drt pass-1 iters: 3
- Setup Fix Bufs, Post-CTS: 0
- TNS Setup: 0 ns
- Die area: 9730 sq um
- Mapped Area: 2800 sq um
- Synth area leaders: edfxtp_1, mux4_2, mux4_1
- Final hold viol count: 0
- Worst Hold Path EP: Registers[1][7]
- Post-CTS Resized: 0
- Slew @ Worst Pin: 0.920 ns
- GRT Residual Overflow: 0
[critical path, cell delays in order]
cell and delay (ns):
clkdlybuf4s50_1 0.46, buf_4 0.31, mux4_1 0.62, clkdlybuf4s50_1 0.43
[power groups by stage]
stage	registers, W	clock network, W	logic, W
after global routing	0.000753	0.000513	0.000178
after CTS	0.000749	0.000483	0.000168
final	0.000749	0.000469	0.000164
[synthesized netlist by cell type]
cell type and count:
edfxtp_1 64, mux4_2 20, mux4_1 12, buf_2 4, and3b_1 2, buf_12 2
buf_6 2, and3_1 1, nor3b_1 1
[final cells by class]
| class | count | area, sq um |
|---|---|---|
| repair buffers | 62 | 603 |
| clock inverters | 5 | 48.8 |
| multi-input cells | 36 | 802 |
| well taps | 108 | 135 |
| flip-flops and latches | 64 | 1920 |
| fillers | 768 | 5250 |
| clock buffers | 10 | 128 |
[through the flow]
step	util, %	setup slack (ns)	hold WS [ns]
finish	40.9	0.704	1.15
global route	40.9	0.581	1.14
CTS	40.9	0.674	1.13
detailed placement	38.9	0.685	1.48
global placement	38.9	0.691	1.46
floorplan	-	1.69	0.939
[cells by family (layout without fill, tap and decap cells)]
kind of cell,count (synthesis),count (layout),synth area share [%]
buffers and inverters,8,77,2.95
multiplexers,32,32,27.3
AND/OR/NAND/NOR,4,4,1.12
flip-flops,64,64,68.6
[worst max path at each step]
stage	start	endpoint	slack [ns]	depth (start not counted)
CTS	RT[0]	ReadRT[4]	0.67	4
global route	RT[0]	ReadRT[4]	0.58	4
finish	RT[0]	ReadRT[4]	0.70	4
[per-layer routing]
metal  vias to the layer above  track usage [%]  part of all wire [%]
li1                        627                -                     -
met1                       698             14.8                    37
met2                       101             19.3                    49
met3                         6             9.67                    13
met4                         0            0.804                  0.77
met5                         -                0                     0
Power is estimated from default activity; no workload was simulated.
