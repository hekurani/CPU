### /design/flow/config.mk
export PLATFORM = sky130hd
export DESIGN_NAME = SLL
export DESIGN_NICKNAME = SLL
export VERILOG_FILES = /design/flow/design.v
export SDC_FILE = /design/flow/constraint.sdc
export NUM_CORES = 4
export LEC_CHECK = 1
export CORE_AREA = 10 10 86 86
export DIE_AREA = 0 0 96 96
### /design/flow/constraint.sdc
current_design SLL

set clk_period 1.9
set clk_io_pct 0.2

create_clock -name clk0 -period $clk_period

set non_clock_inputs [all_inputs -no_clocks]
set_input_delay [expr $clk_period * $clk_io_pct] -clock clk0 $non_clock_inputs
set_output_delay [expr $clk_period * $clk_io_pct] -clock clk0 [all_outputs]
### /design/flow/design.v
`timescale 1ns / 1ps
module SLL(
  input [15:0] A,
  input [15:0] B,
  input [3:0] shiftAmount,
  output reg [15:0] out
);
  always @* begin
    out = A;  
    if (shiftAmount[0] == 1'b1)
      out = {out[14:0], 1'b0};  
    if (shiftAmount[1] == 1'b1)
      out = {out[13:0], 2'b00};  
    if (shiftAmount[2] == 1'b1)
      out = {out[11:0], 4'b0000};
    if (shiftAmount[3] == 1'b1)
      out = {out[7:0], 8'b00000000};
  end
endmodule
### /design/flow/run.sh
#!/bin/bash
# OpenROAD 26Q1-2900-gdf79404cd8, Yosys 0.63+post, stock flow scripts
make -C /OpenROAD-flow-scripts/flow DESIGN_CONFIG=/design/flow/config.mk WORK_HOME=/design/flow/orfs finish
==> reports/qor.yml <==
drv_slew: 0
synth_top_area_share: 0.222
hpwlAfterDp_um: 2680
power.total_mw: 0.458
grt_max_degree: 10
logic_family: "multiplexers"
simple_gate_share: 0.236
die_w_um: 96
dpl-instance-area_um2: 1360
adder_share: 0
dp.cells: 229
holdPathEnd: "out[7]"
ys_cells: 99
antenna_found_initial: 0
yosys.area_share.aoi: 0.255
hold_violations: 0
die_height_um: 96
yosysTopAreaCell: "mux2i_1"
path_cells: "buf_8 > buf_12 > mux2i_2 > mux2_4 > buf_4 > o211ai_1 > a21boi_2 > buf_2"
viasPerCell: 4.51
drive_above_1_share: 0.676
startpoint: "shiftAmount[0]"
period_used_share: 1.07
arrival_ns: 1.65
setup_slack_ns: -0.132
slowest_delay_ns: 0.29
rows: 27
grt_first_pass_wirelength_um: 5780
die_area_um2: 9220
cp_slowest_cell: "mux2_4"
max-vdd-ir-drop_uv: 97.5
use_met2: 0.122
drtIter0Drc: 101
io_pins: 52
syn_inst: 99
drtAntennaViolNets: 0
maxCapViolations: 0
synth_warnings: 1
hold_path_depth: 5
critPathMaxFanout: 6
most_common_cell: "mux2i_1"
yosysSeqAreaShare: 0
worstMarginPinSlew_ns: 0.309
rsz0062_at_grt: "true"
grt_usage: 0.0778
grt_use_met1: 0.117
ff_count: 0
status: "finished with violations"
powerDensity_nw_per_um2: 260
final_util: 0.317
grt_pass1_vias: 1142
regArea_um2: 0
core-area_um2: 5540
avgSynthCellArea_um2: 7.29
met3_usage: 0.00865
fp_util: 0.130
vias: 1132
fin_crit_ns: 2.03
placement.io_buffers: 36
warning_count: 50
fmax_mhz: 492
finalWeightedCongestion: 0.896
wl_per_cell_um: 15.5
fin_hold_ws_ns: 1.31
synth_cell_type_count: 37
crit_path_start_kind: "primary input"
maxSlewHeadroom: 0.793
endpoint_kind: "output port"
top_cells_by_count: "16 x mux2i_1, 8 x nand2_1, 8 x nor2_1, 7 x mux2_2, 5 x a21oi_1"
mux_share: 0.414
totalWireLength_um: 3890
drc: 0
path_class: "primary input to output port"
critPathRequiredTime_ns: 1.52
synthTopCellsByArea: "mux2i_1 22%, mux2_2 11%, mux4_2 6.2%"
yosys_area_um2: 722
area_delta_synth_final_pct: 144
min_from: "shiftAmount[3]"
top_usage_layer: "met2"
hold_class: "primary input to output port"
violations: "negative setup slack"
final_cell_count_no_fill: 251
stdcell_area_um2: 1760
p_leak_nw: 0.801
grt.overflow.total: 0
antenna_cells: 0
dr.pass1.iters: 4
nClkBuffers: 0
setup_viol: 8
ys_sh_xor: 0
syn-cell-area_um2: 722
-- cell families after synthesis --
family,count (synthesis)
multiplexers,26
AND-OR/OR-AND,26
AND/OR/NAND/NOR,34
buffers and inverters,13
-- repair_timing --
| action | CTS | global route |
|---|---|---|
| pin swaps | 20 | 13 |
| buffers inserted | 22 | 2 |
| cloned | 1 | 0 |
| hold buffers | 0 | 0 |
| endpoints found under the setup margin | 16 | 12 |
| resized | 153 | 18 |
-- worst max-delay path: cells and delay by family --
| kind | cells | cell delay [ns] |
|---|---|---|
| buffers and inverters | 4 | 0.48 |
| multiplexers | 2 | 0.45 |
| AND-OR/OR-AND | 2 | 0.33 |
-- metal layers --
metal | part of all wire | up-vias
met1 | 0.49 | 550
met2 | 0.45 | 40
met4 | 0.0059 | 0
met5 | 0 | -
li1 | - | 540
met3 | 0.060 | 2
-- per-stage QoR --
| stage | setup slack [ns] | TNS (ns) |
|---|---|---|
| after detailed placement | -0.952 | -12.06 |
| after global placement | -0.929 | -12.08 |
| after CTS | -0.125 | -0.616 |
| after floorplan | 0.240 | 0 |
| after global routing | -0.222 | -1.20 |
| final | -0.132 | -0.639 |
-- power breakdown --
part	total, mW	switching (mW)	internal [mW]	leakage, nW
clock network	0	0	0	0
registers	0	0	0	0
logic	0.458	0.188	0.270	0.801
-- layout make-up --
cell class | instances | area (um^2)
fill | 564 | 3780
multi-input combinational | 86 | 867
timing repair buffer | 89 | 774
tap | 72 | 90.1
inverter | 4 | 26.3
-- cells in the final DEF, fill, tap and decap left out, types with 3 or more instances in the layout --
cell type         n
buf_6            12
o211ai_1          3
dlygate4sd2_1     8
buf_4            37
mux2_4            8
a21oi_1           4
nand2_1           8
clkdlybuf4s15_2   3
mux2i_4           4
buf_2            17
mux2i_2           6
clkdlybuf4s15_1   4
buf_12            3
nor2_1            6
mux2i_1           6
-- worst max-delay path by stage --
stage                 cells past startpoint  slack [ns]  endpoint
after CTS                                 8       -0.12   out[14]
after global routing                      8       -0.22   out[14]
final                                     8       -0.13   out[14]
Power is estimated from default activity; no workload was simulated.
